==> flow/design.v <==
module filters
(
	CLK,
	RST,
	HSync,
	VDE,
	Display,
	RGBin,
	Threshold,
	ProcessOut,
	DisplayOut
);
input         CLK;
input         RST;
input         HSync;
input         VDE;
input  [ 5:0] Display;
input  [23:0] RGBin;
input  [ 7:0] Threshold;
output        ProcessOut;
output [23:0] DisplayOut;
	wire [ 7:0] greyOut;
	wire        thresh1Out;
	wire [ 7:0] blurOut;
	wire        thresh2Out;
	wire        edgeOut;
	wire [23:0] mixOut;
	reg hClk, hSyncLast, hSyncLast2;
	assign ProcessOut = Display[5] ? edgeOut    :
	                    Display[4] ? edgeOut    :
	                    Display[3] ? thresh2Out :
	                    Display[2] ? blurOut[7] :
	                    Display[1] ? thresh1Out :
	                    Display[0] ? greyOut[7] :
	                                 greyOut[7] ;
	assign DisplayOut = Display[5] ?     mixOut       :
	                    Display[4] ? {24{edgeOut}}    :
	                    Display[3] ? {24{thresh2Out}} :
	                    Display[2] ? { 3{blurOut}}    :
	                    Display[1] ? {24{thresh1Out}} :
	                    Display[0] ? { 3{greyOut}}    :
	                                     RGBin        ;
	always @(posedge CLK)
	begin
		hSyncLast <= VDE;
		hSyncLast2 <= hSyncLast;
		if (hSyncLast && !hSyncLast2) begin
			hClk <= 1'b1;
		end else begin
			hClk <= 1'b0;
		end
	end
	mkGreyscale Greyscale (
		.rgb_in     (RGBin),	
		.gry_out    (greyOut)
	);
	mkThreshold Threshold1 (
		.threshold  (Threshold),
		.gry_in     (greyOut),
		.bin_out    (thresh1Out)
	);
	mkBlur Blur (
		.CLK        (CLK),
		.RST_N      (RST),
		.hsync      (hClk),
		.vde        (VDE),
		.bin_in     (thresh1Out),
		.gry_out    (blurOut)
	);
	mkThreshold Threshold2 (
		.threshold  (8'hFF),
		.gry_in     (blurOut),
		.bin_out    (thresh2Out)
	);
	mkEdge Edge (
		.CLK        (CLK),
		.RST_N      (RST),
		.hsync      (hClk),
		.vde        (VDE),
		.bin_in     (thresh2Out),
		.bin_out    (edgeOut)
	);
	mkMix Mix (
		.bin_in     (edgeOut),
		.rgb_in     (RGBin),
		.rgb_out    (mixOut)
	);
endmodule
module mkBlur(CLK,
	      RST_N,
	      bin_in,
	      gry_out,
	      hsync,
	      vde);
  input  CLK;
  input  RST_N;
  input  bin_in;
  output [7 : 0] gry_out;
  input  hsync;
  input  vde;
  wire [7 : 0] gry_out;
  wire [3 : 0] blurred$wget;
  wire blurred$whas;
  reg [1 : 0] lastPxl;
  wire [1 : 0] lastPxl$D_IN;
  wire lastPxl$EN;
  reg [639 : 0] lastRow;
  wire [639 : 0] lastRow$D_IN;
  wire lastRow$EN;
  reg ready;
  wire ready$D_IN, ready$EN;
  reg working;
  wire working$D_IN, working$EN;
  reg [10 : 0] x;
  wire [10 : 0] x$D_IN;
  wire x$EN;
  wire WILL_FIRE_RL_blur_pixel, WILL_FIRE_RL_new_pixel;
  wire [10 : 0] MUX_x$write_1__VAL_1;
  wire [3 : 0] MUX_blurred$wset_1__VAL_1, MUX_blurred$wset_1__VAL_2;
  wire [639 : 0] x__h734, y__h782;
  wire [10 : 0] x__h645;
  assign gry_out = blurred$whas ? {2{blurred$wget}} : 8'd0 ;
  assign WILL_FIRE_RL_blur_pixel = ready && working ;
  assign WILL_FIRE_RL_new_pixel = !hsync && ready ;
  assign MUX_blurred$wset_1__VAL_1 =
	     { lastRow[x__h645[9:0]], lastPxl, bin_in } ;
  assign MUX_blurred$wset_1__VAL_2 = {4{bin_in}} ;
  assign MUX_x$write_1__VAL_1 = x + 11'd1 ;
  assign blurred$wget =
	     WILL_FIRE_RL_blur_pixel ?
	       MUX_blurred$wset_1__VAL_1 :
	       MUX_blurred$wset_1__VAL_2 ;
  assign blurred$whas = WILL_FIRE_RL_blur_pixel || ready && !working ;
  assign lastPxl$D_IN = { bin_in, lastPxl[1] } ;
  assign lastPxl$EN = WILL_FIRE_RL_blur_pixel ;
  assign lastRow$D_IN = bin_in ? lastRow | x__h734 : lastRow & y__h782 ;
  assign lastRow$EN = WILL_FIRE_RL_blur_pixel ;
  assign ready$D_IN = 1'd1 ;
  assign ready$EN = hsync && !ready ;
  assign working$D_IN = x != 11'd960 ;
  assign working$EN = x == 11'd960 || x == 11'd320 ;
  assign x$D_IN = WILL_FIRE_RL_new_pixel ? MUX_x$write_1__VAL_1 : 11'd0 ;
  assign x$EN = WILL_FIRE_RL_new_pixel || hsync && x != 11'd0 && ready ;
  assign x__h645 = x - 11'd320 ;
  assign x__h734 = 640'd1 << x__h645 ;
  assign y__h782 = ~x__h734 ;
  always@(posedge CLK)
  begin
    if (!RST_N)
      begin
        lastPxl <=  2'd0;
	lastRow <=  640'd0;
	ready <=  1'd0;
	working <=  1'd0;
	x <=  11'd0;
      end
    else
      begin
        if (lastPxl$EN) lastPxl <=  lastPxl$D_IN;
	if (lastRow$EN) lastRow <=  lastRow$D_IN;
	if (ready$EN) ready <=  ready$D_IN;
	if (working$EN) working <=  working$D_IN;
	if (x$EN) x <=  x$D_IN;
      end
  end
  // synopsys translate_off
  initial
  begin
    lastPxl = 2'h2;
    lastRow =
	640'hAAAAAAAAAAAAAAAAAAAAAAAAAAAAAAAAAAAAAAAAAAAAAAAAAAAAAAAAAAAAAAAAAAAAAAAAAAAAAAAAAAAAAAAAAAAAAAAAAAAAAAAAAAAAAAAAAAAAAAAAAAAAAAAAAAAAAAAAAAAAAAAAAAAAAAAAAAAAAAAA;
    ready = 1'h0;
    working = 1'h0;
    x = 11'h2AA;
  end
  // synopsys translate_on
endmodule   
module mkEdge(CLK,
	      RST_N,
	      bin_in,
	      bin_out,
	      hsync,
	      vde);
  input  CLK;
  input  RST_N;
  input  bin_in;
  output bin_out;
  input  hsync;
  input  vde;
  wire bin_out;
  wire filtered$wget, filtered$whas;
  reg [639 : 0] lastRow;
  wire [639 : 0] lastRow$D_IN;
  wire lastRow$EN;
  reg ready;
  wire ready$D_IN, ready$EN;
  reg working;
  wire working$D_IN, working$EN;
  reg [10 : 0] x;
  wire [10 : 0] x$D_IN;
  wire x$EN;
  wire WILL_FIRE_RL_new_pixel, WILL_FIRE_RL_no_filter;
  wire [10 : 0] MUX_x$write_1__VAL_1;
  wire MUX_filtered$wset_1__SEL_2, MUX_filtered$wset_1__VAL_2;
  wire [639 : 0] x__h672, y__h720;
  wire [10 : 0] x__h648;
  wire x__h613, y__h614;
  assign bin_out = filtered$whas && filtered$wget ;
  assign WILL_FIRE_RL_no_filter = ready && !working ;
  assign WILL_FIRE_RL_new_pixel = vde && !hsync && ready ;
  assign MUX_filtered$wset_1__SEL_2 = vde && ready && working ;
  assign MUX_filtered$wset_1__VAL_2 = x__h613 & y__h614 ;
  assign MUX_x$write_1__VAL_1 = x + 11'd1 ;
  assign filtered$wget =
	     WILL_FIRE_RL_no_filter ? bin_in : MUX_filtered$wset_1__VAL_2 ;
  assign filtered$whas = WILL_FIRE_RL_no_filter || vde && ready && working ;
  assign lastRow$D_IN = bin_in ? lastRow | x__h672 : lastRow & y__h720 ;
  assign lastRow$EN = MUX_filtered$wset_1__SEL_2 ;
  assign ready$D_IN = 1'd1 ;
  assign ready$EN = hsync && !ready ;
  assign working$D_IN = x != 11'd960 ;
  assign working$EN = x == 11'd960 || x == 11'd320 ;
  assign x$D_IN = WILL_FIRE_RL_new_pixel ? MUX_x$write_1__VAL_1 : 11'd0 ;
  assign x$EN = WILL_FIRE_RL_new_pixel || hsync && x != 11'd0 && ready ;
  assign x__h613 = lastRow[x__h648[9:0]] ;
  assign x__h648 = x - 11'd320 ;
  assign x__h672 = 640'd1 << x__h648 ;
  assign y__h614 = ~bin_in ;
  assign y__h720 = ~x__h672 ;
  always@(posedge CLK)
  begin
    if (!RST_N)
      begin
        lastRow <=  640'd0;
	ready <=  1'd0;
	working <=  1'd0;
	x <=  11'd0;
      end
    else
      begin
        if (lastRow$EN) lastRow <=  lastRow$D_IN;
	if (ready$EN) ready <=  ready$D_IN;
	if (working$EN) working <=  working$D_IN;
	if (x$EN) x <=  x$D_IN;
      end
  end
  // synopsys translate_off
  initial
  begin
    lastRow =
	640'hAAAAAAAAAAAAAAAAAAAAAAAAAAAAAAAAAAAAAAAAAAAAAAAAAAAAAAAAAAAAAAAAAAAAAAAAAAAAAAAAAAAAAAAAAAAAAAAAAAAAAAAAAAAAAAAAAAAAAAAAAAAAAAAAAAAAAAAAAAAAAAAAAAAAAAAAAAAAAAAA;
    ready = 1'h0;
    working = 1'h0;
    x = 11'h2AA;
  end
  // synopsys translate_on
endmodule   
module mkGreyscale(CLK,
		   RST_N,
		   rgb_in,
		   gry_out);
  input  CLK;
  input  RST_N;
  input  [23 : 0] rgb_in;
  output [7 : 0] gry_out;
  wire [7 : 0] gry_out;
  wire [8 : 0] _0_CONCAT_rgb_in_BITS_15_TO_8_PLUS_0_CONCAT_rgb_ETC__q1,
	       b51_PLUS_0_CONCAT_rgb_in_BITS_23_TO_16__q2,
	       b__h751;
  assign gry_out = b51_PLUS_0_CONCAT_rgb_in_BITS_23_TO_16__q2[8:1] ;
  assign _0_CONCAT_rgb_in_BITS_15_TO_8_PLUS_0_CONCAT_rgb_ETC__q1 =
	     { 1'd0, rgb_in[15:8] } + { 1'd0, rgb_in[7:0] } ;
  assign b51_PLUS_0_CONCAT_rgb_in_BITS_23_TO_16__q2 =
	     b__h751 + { 1'd0, rgb_in[23:16] } ;
  assign b__h751 =
	     { 1'd0,
	       _0_CONCAT_rgb_in_BITS_15_TO_8_PLUS_0_CONCAT_rgb_ETC__q1[8:1] } ;
endmodule   
module mkMix(CLK,
	     RST_N,
	     bin_in,
	     rgb_in,
	     rgb_out);
  input  CLK;
  input  RST_N;
  input  bin_in;
  input  [23 : 0] rgb_in;
  output [23 : 0] rgb_out;
  wire [23 : 0] rgb_out;
  wire [7 : 0] blue$wget, green$wget, red$wget;
  assign rgb_out = { red$wget, green$wget, blue$wget } ;
  assign red$wget = bin_in ? 8'd255 : { 2'd0, rgb_in[23:18] } ;
  assign green$wget = bin_in ? 8'd255 : { 2'd0, rgb_in[15:10] } ;
  assign blue$wget = bin_in ? 8'd255 : { 2'd0, rgb_in[7:2] } ;
endmodule   
module mkThreshold(CLK,
		   RST_N,
		   gry_in,
		   threshold,
		   bin_out);
  input  CLK;
  input  RST_N;
  input  [7 : 0] gry_in;
  input  [7 : 0] threshold;
  output bin_out;
  wire bin_out;
  assign bin_out = gry_in >= threshold ;
endmodule   
==> flow/run.sh <==
#!/bin/bash
# OpenROAD 26Q1-2900-gdf79404cd8, Yosys 0.63+post, stock flow scripts
make -C /OpenROAD-flow-scripts/flow DESIGN_CONFIG=/design/flow/config.mk WORK_HOME=/design/flow/orfs finish
==> flow/config.mk <==
export PLATFORM = sky130hd
export DESIGN_NAME = filters
export DESIGN_NICKNAME = filters
export VERILOG_FILES = /design/flow/design.v
export SDC_FILE = /design/flow/constraint.sdc
export NUM_CORES = 4
export LEC_CHECK = 1
export CORE_UTILIZATION = 40
==> flow/constraint.sdc <==
current_design filters

set clk_period 26.7
set clk_io_pct 0.2

create_clock -name clk0 -period $clk_period [get_ports {CLK}]

set non_clock_inputs [all_inputs -no_clocks]
set_input_delay [expr $clk_period * $clk_io_pct] -clock clk0 $non_clock_inputs
set_output_delay [expr $clk_period * $clk_io_pct] -clock clk0 [all_outputs]
==> impl_results.html <==
<h3>Run summary</h3>
<table>
<tr><th>Metric</th><th>Value</th></tr>
<tr><th colspan="2">Run status</th></tr>
<tr><td>Status</td><td>finished, final reports clean</td></tr>
<tr><th colspan="2">Yosys</th></tr>
<tr><td>Synth Area in Simple Gates</td><td>0.1625</td></tr>
<tr><td>Number of warnings printed during yosys synthesis</td><td>4</td></tr>
<tr><td>Synth cell count leaders</td><td>dfxtp_1, a21oi_1, nand3_1</td></tr>
<tr><td>Dominant flop cell</td><td>dfxtp_1</td></tr>
<tr><td>Share of async-settable or async-resettable flops after synthesis</td><td>0</td></tr>
<tr><td>Count of state elements after synthesis</td><td>roughly 1,300</td></tr>
<tr><td>Netlist Area Pre-Place</td><td>63,970 µm²</td></tr>
<tr><td>Dominant cell type by area after synthesis</td><td>dfxtp_1</td></tr>
<tr><td>Tally of unique sky130hd cells used after synthesis</td><td>a little over 80</td></tr>
<tr><td>Sequential share of the synthesized area</td><td>0.4103</td></tr>
<tr><td>Cell with the most instances after synthesis</td><td>dfxtp_1</td></tr>
<tr><td>Post-synthesis xor/xnor area fraction</td><td>0.003697</td></tr>
<tr><td>Mean instance size in the synthesized netlist</td><td>8.512 µm²</td></tr>
<tr><td>Dominant comb cell</td><td>AND-OR/OR-AND gates</td></tr>
<tr><td>Share of cell area taken by muxes after synthesis</td><td>0.1200</td></tr>
<tr><td>Top cells by area</td><td>dfxtp_1, mux4_2, a21oi_1</td></tr>
<tr><td>Count of flip-flops with a built-in enable after synthesis</td><td>0</td></tr>
<tr><td>Aoi share</td><td>0.2381</td></tr>
<tr><td>Number of cell instances after yosys synthesis</td><td>approximately 7,500</td></tr>
<tr><td>Yosys top cell area share</td><td>0.4103</td></tr>
<tr><td>Synthesized chip area reported by yosys</td><td>63,970 µm²</td></tr>
<tr><td>Post-Syn Instances</td><td>7,515</td></tr>
<tr><td>Synthesized-area fraction occupied by adder cells</td><td>0.009232</td></tr>
<tr><th colspan="2">Detailed routing</th></tr>
<tr><td>Number of nets with antenna violations after routing</td><td>0</td></tr>
<tr><td>Total via count after detailed routing</td><td>59,980</td></tr>
<tr><td>Final WL</td><td>about 230,000 µm</td></tr>
<tr><td>Violation count after the first detailed-routing iteration</td><td>6,723</td></tr>
<tr><td>Routed vias/inst</td><td>between 6 and 7</td></tr>
<tr><td>DRC</td><td>0</td></tr>
<tr><td>Number of detailed-route iterations in the first pass</td><td>6</td></tr>
<tr><td>Detailed-route wire length per cell</td><td>about 25 µm</td></tr>
<tr><th colspan="2">Global routing</th></tr>
<tr><td>Total gr overflow</td><td>0</td></tr>
<tr><td>Antenna violations before repair</td><td>7</td></tr>
<tr><td>Tot GR Track Use</td><td>0.2944</td></tr>
<tr><td>First-pass GRT wire length</td><td>356,500 µm</td></tr>
<tr><td>Vias in the first global route</td><td>55,940</td></tr>
<tr><td>Maximum number of pins on one net before global-route repair</td><td>approximately 140</td></tr>
<tr><th colspan="2">Place</th></tr>
<tr><td>Detailed Place HPWL</td><td>around 140,000 µm</td></tr>
<tr><td>Placement-stage worst setup slack</td><td>about 9.5 ns</td></tr>
<tr><td>Cell Count Post-Placement</td><td>between 9,000 and 10,000</td></tr>
<tr><td>Last weighted congestion value of the routability-driven placer</td><td>0.9766</td></tr>
<tr><td>IO buf count</td><td>65</td></tr>
<tr><th colspan="2">Setup path</th></tr>
<tr><td>Buffers &amp; Inverters on Critical Path</td><td>5</td></tr>
<tr><td>Critical Path Slowest Stage Cell</td><td>nor2_2</td></tr>
<tr><td>Arrival time at the worst endpoint</td><td>~12 ns</td></tr>
<tr><td>Critical Path End Type</td><td>primary output</td></tr>
<tr><td>Kind of critical path</td><td>in -&gt; out</td></tr>
<tr><td>CP Cell Sequence</td><td>clkdlybuf4s50_1 &gt; inv_1 &gt; fa_1 &gt; inv_1 &gt; a21oi_1 &gt; o21ai_0 &gt; a21oi_1 &gt; o21bai_1 &gt; xor2_1 &gt; ha_1 &gt; a21o_1 &gt; a31o_2 &gt; xor2_1 &gt; ha_1 &gt; o21ai_0 &gt; o21bai_1 &gt; a21oi_4 &gt; nor3_4 &gt; buf_4 &gt; mux2i_4 &gt; nor2_2 &gt; a221oi_1 &gt; clkdlybuf4s50_1</td></tr>
<tr><td>Stages on worst setup path</td><td>23</td></tr>
<tr><td>Largest delay share family, worst path</td><td>AND-OR/OR-AND gates</td></tr>
<tr><td>Crit path launch type</td><td>input pin</td></tr>
<tr><td>Number of cell instances on the worst register-to-register path</td><td>14</td></tr>
<tr><td>Biggest cell delay along the critical path</td><td>approximately 0.72 ns</td></tr>
<tr><td>Crit-path max FO</td><td>about 67</td></tr>
<tr><td>Worst endpoint required time</td><td>between 20 and 25 ns</td></tr>
<tr><th colspan="2">Clock network</th></tr>
<tr><td>Number of instances resized during post-cts repair</td><td>0</td></tr>
<tr><td>Sinks on Clock Net</td><td>1,311</td></tr>
<tr><td>Hold-fix buffers, CTS</td><td>0</td></tr>
<tr><td>Setup Fix Bufs, Post-CTS</td><td>0</td></tr>
<tr><td>Max Root-Sink Buffers</td><td>3</td></tr>
<tr><td>H-Tree Depth</td><td>4</td></tr>
<tr><td>Clock-pin slew of the registers on the worst-case setup and hold paths</td><td>about 0.06 ns</td></tr>
<tr><td>Root cell of the clock tree</td><td>clkbuf_16</td></tr>
<tr><td>Cts bufs inserted</td><td>between 100 and 150</td></tr>
<tr><td>Worst skew pair latency</td><td>around 0.8 ns</td></tr>
<tr><td>CTS tree</td><td>done</td></tr>
<tr><th colspan="2">Floorplan</th></tr>
<tr><td>Total I/O pin count</td><td>67</td></tr>
<tr><td>Floorplan-stage core utilization</td><td>0.4034</td></tr>
<tr><td>Area of the placeable core</td><td>approximately 160,000 µm²</td></tr>
<tr><td>Horizontal die dimension</td><td>roughly 400 µm</td></tr>
<tr><td>Placement Rows</td><td>approximately 150</td></tr>
<tr><td>Vertical die dimension</td><td>401.9 µm</td></tr>
<tr><td>Die footprint</td><td>between 150,000 and 200,000 µm²</td></tr>
<tr><th colspan="2">Cells and area</th></tr>
<tr><td>Share of the core filled with cells in the final layout</td><td>0.4438</td></tr>
<tr><td>Non-filler instance count after layout</td><td>about 9,300</td></tr>
<tr><td>Area growth from synthesis to final layout</td><td>10.02%</td></tr>
<tr><td>Ratio of cells with drive above 1 in the final layout</td><td>0.1115</td></tr>
<tr><th colspan="2">Hold path</th></tr>
<tr><td>Worst hold-check path type</td><td>reg -&gt; reg</td></tr>
<tr><td>Hold Path Depth</td><td>0</td></tr>
<tr><th colspan="2">Power</th></tr>
<tr><td>Switching power share of the total</td><td>0.2639</td></tr>
<tr><td>Sequential fraction of design power</td><td>0.453</td></tr>
<tr><td>LEAKAGE</td><td>just over 20 nW</td></tr>
<tr><td>Gate power share</td><td>0.089</td></tr>
<tr><td>Pint</td><td>around 3.2 mW</td></tr>
<tr><td>Power density cells</td><td>61.46 nW/µm²</td></tr>
<tr><td>Maximum VDD drop</td><td>approximately 0.070 mV</td></tr>
<tr><td>Share of total power in the clock network</td><td>0.458</td></tr>
<tr><td>NetSw</td><td>about 1.1 mW</td></tr>
<tr><th colspan="2">Final timing</th></tr>
<tr><td>Final count of hold timing violations</td><td>0</td></tr>
<tr><td>Final setup TNS</td><td>0 ns</td></tr>
<tr><td>Final count of negative-setup-slack endpoints</td><td>0</td></tr>
<tr><td>FMAX</td><td>about 58 MHz</td></tr>
<tr><td>Worst slew slack as a fraction of its limit</td><td>0.3588</td></tr>
<tr><td>Worst-margin pin slew</td><td>0.9545 ns</td></tr>
<tr><td>Unrepaired setup endpoints after global routing</td><td>no</td></tr>
<tr><td>Final-report max-slew violation count</td><td>0</td></tr>
<tr><td>Tcrit/Tclk final</td><td>0.6444</td></tr>
<tr><td>Final clock skew</td><td>between 0.02 and 0.03 ns</td></tr>
<tr><td>Setup slack of the critical path after layout</td><td>around 9.5 ns</td></tr>
<tr><td>Minimum clock period after layout</td><td>about 17 ns</td></tr>
<tr><th colspan="2">Run</th></tr>
<tr><td>Reported max-cap violation count</td><td>0</td></tr>
<tr><td>Log Warnings</td><td>49</td></tr>
</table>
[power groups by stage]
stage	clock [mW]	combinational, mW	sequential [mW]
CTS	2.00	0.378	1.96
finish	1.98	0.386	1.96
global route	2.08	0.408	1.96
[through the flow]
step | cell area, µm² | power (mW) | hold WS, ns
finish | 70380 | 4.325 | 0.3536
global route | 70370 | 4.445 | 0.3657
CTS | 70360 | 4.336 | 0.3532
detailed placement | 65780 | 2.380 | 0.3361
global placement | 65780 | 2.382 | 0.3306
floorplan | 63970 | 2.277 | 0.3235
[layout make-up]
class | instances | area (µm²)
tap | 2072 | 2592
fill | 14920 | 88180
clock buffer | 208 | 4156
clock inverter | 40 | 421.7
timing repair buffer | 296 | 2410
antenna | 6 | 15.01
multi-input combinational | 5338 | 34310
inverter | 52 | 202.7
sequential | 1311 | 26270
[placed cells by master (no fill, tap or decap), types with 8 or more instances in the layout]
| master | count |
|---|---|
| dfxtp_1 | 1302 |
| a21oi_1 | 1031 |
| nand3_1 | 733 |
| o21ai_0 | 696 |
| nor2_1 | 673 |
| nor3_1 | 376 |
| nand2_1 | 320 |
| a311oi_1 | 280 |
| mux4_2 | 274 |
| buf_4 | 229 |
| a211oi_1 | 182 |
| a31oi_1 | 178 |
| clkbuf_16 | 146 |
| mux2i_1 | 127 |
| clkdlybuf4s50_1 | 65 |
| inv_1 | 46 |
| ha_1 | 44 |
| clkbuf_1 | 35 |
| nor2b_1 | 34 |
| a22oi_1 | 32 |
| clkbuf_8 | 27 |
| a21o_1 | 23 |
| clkinv_2 | 23 |
| nand2b_1 | 22 |
| and2_1 | 22 |
| o22ai_1 | 21 |
| mux2_2 | 18 |
| and3_1 | 18 |
| a2111oi_0 | 16 |
| a221oi_1 | 16 |
| xnor2_1 | 14 |
| xor2_1 | 13 |
| nor2_2 | 12 |
| nand4_1 | 8 |
| a22o_1 | 8 |
| a221oi_2 | 8 |
[final timing paths]
kind | from | endpoint | slack, ns
max | RGBin[1] | DisplayOut[2] | 9.49
min | hSyncLast | hSyncLast2 | 0.35
max reg2reg | Blur.x[0] | flop | 19.87
min reg2reg | hSyncLast | hSyncLast2 | 0.35
[per-layer routing]
layer | vias up | part of all wire | GRT usage
li1 | 27330 | - | -
met1 | 29070 | 0.40 | 0.4162
met2 | 2964 | 0.45 | 0.4340
met3 | 614 | 0.095 | 0.07576
met4 | 6 | 0.057 | 0.1389
met5 | - | 0.00018 | 0
[worst reg2reg max path, cell delays in order (launching register included)]
cell	delay (ns)
dfxtp_4	0.63
buf_4	0.57
buf_4	0.62
mux4_2	0.38
mux2i_1	0.15
o31ai_1	0.58
a311oi_1	0.27
o32ai_2	0.43
a221oi_4	0.18
nor3_4	0.20
buf_4	0.60
buf_4	0.88
buf_4	0.84
nand3_1	0.23
a21oi_1	0.18
[kinds of logic after synthesis]
logic type               count (synthesis)
buffers and inverters                  866
flip-flops                            1311
adder cells (fa/ha/maj)                 46
AND/OR/NAND/NOR                       2278
multiplexers                           421
XOR/XNOR                                27
AND-OR/OR-AND                         2566
Power figures rest on the tool's default switching activity, not on a simulated workload.
